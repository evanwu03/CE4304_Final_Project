## flow/run.sh

```bash
#!/bin/bash
# OpenROAD 26Q1-2900-gdf79404cd8, Yosys 0.63+post, stock flow scripts
make -C /OpenROAD-flow-scripts/flow DESIGN_CONFIG=/design/flow/config.mk WORK_HOME=/design/flow/orfs finish
```

## flow/config.mk

```make
export PLATFORM = sky130hd
export DESIGN_NAME = pc
export DESIGN_NICKNAME = pc
export VERILOG_FILES = /design/flow/design.v
export SDC_FILE = /design/flow/constraint.sdc
export NUM_CORES = 4
export LEC_CHECK = 1
export CORE_AREA = 10 10 70 70
export DIE_AREA = 0 0 80 80
```

## flow/constraint.sdc

```tcl
current_design pc

set clk_period 1.0
set clk_io_pct 0.2

create_clock -name clk0 -period $clk_period [get_ports {i_clk}]

set non_clock_inputs [all_inputs -no_clocks]
set_input_delay [expr $clk_period * $clk_io_pct] -clock clk0 $non_clock_inputs
set_output_delay [expr $clk_period * $clk_io_pct] -clock clk0 [all_outputs]
```

## flow/design.v

```verilog
module pc#(
    parameter WIDTH = 14
)(
    input i_rst,
    input i_clk, 
    input [WIDTH-1:0] i_pc_in,
    output reg [WIDTH-1:0] o_pc_out
);
always @(posedge i_clk) 
begin
    if (i_rst) 
        begin
            o_pc_out <= 14'h2000; 
        end
    else
        begin
            o_pc_out <= i_pc_in;
        end
end
endmodule
```

==> metrics.cfg <==
[run_status]
status = finished clean

[power_and_ir_drop]
comb_power_share = 0.117
p_int_uw = 820.5
clockPowerShare = 0.287
fin_total_pwr_uw = 999.7
irDropWorstVdd_v = 0.0006133
seqPwrFrac = 0.596
leakagePower_nw = 0.2901
powerDensity_nw_per_um2 = 1394
netSwitchingPower_uw = 179.2
netSwitchingFraction = 0.1792

[placement]
port-buffer-count = 29
dpl.cell_count = 104
pre_cts_slack_ps = -138.2
postPlaceCellArea_sq_um = 724.4
gp_congestion = 0.7774

[floorplan]
die_height_um = 80
core_area_sq_um = 3416
chipArea_sq_um = 6400
pin_count = 30
fp_util = 0.1114
die_w_um = 80
rows = 21

[timing]
final-setup-viol-count = 0
maxSlewViolCount = 0
worst_pin_slew_ps = 193.3
max_freq_ghz = 1.068
rsz0062_at_grt = no
finalCriticalPeriod_ps = 936.0
relSlewSlack = 0.8707
tns_ps = 0
fin_crit_sh = 0.9360
hold_violations = 0
postLayoutSetupSlackWorst_ps = 64.02

[setup_path]
cp-start-kind = flip-flop
crit_family = flip-flops
criticalPathCategory = reg -> out
cpPeakStageDelay_ps = 310
slowest_stage = dfxtp_1
crit_fanout = 1
cp_data_required_time_ps = 800
path_buffers = 1
crit_path_end_kind = primary output
cp.arrival_ps = 740
crit_path_cell_trace = clkdlybuf4s15_1

[route]
drc = 0
antennaDiodeCount = 0
wl_per_cell_um = 9.561
drtAntennaViolNets = 0
drt_iter0_markers = 0
totalWireLength_um = 1023
dr.pass1.iters = 1
vias = 283
vias_per_cell = 2.645

[grt]
grt_max_degree = 9
grt_use_met3 = 0.04432
use_met2 = 0.03852
busiest_layer = met3
grt_pass1_vias = 328
use_met1 = 0.03202
antenna_found_initial = 0
grt_pass1_wl_um = 1490
grt_overflow = 0
grt_usage = 0.03129

[logic_synthesis]
synthArstFlopShare = 0
ys_cells = 29
synth.most_common_cell = dfxtp_1
yosysChipArea_sq_um = 380.4
synthFlopType = dfxtp_1
common_cells = dfxtp_1, nor2b_1, and2b_1, buf_6, or2_1
yosys-top-cells-area = dfxtp_1, nor2b_1, buf_6
yosysUniqueCellTypes = 5
synth-seq-area-share = 0.7368
synth_area_leader_cell = dfxtp_1
yosysWarnings = 1
synthCells = 29
syn_area_sq_um = 380.4
yosysTopAreaCellShare = 0.7368
numSynthFlops = 14
postSynthAreaPerCell_sq_um = 13.12
edf_count = 0

[flow_run]
cap_viol_max_count = 0
tool_warnings = 25

[clock_tree]
post_cts_buffers = 0
cts_buffers = 3
cts_buffer_depth = 2
hold_buffers = 0
clk_pin_slew_worst_paths_ps = 70
cts-root-buf = clkbuf_4
clock-sinks = 14
cts.htree.levels = 1
cts_tree = built

[final_layout]
top_regs = o_pc_out x14
syn2layout_area_growth_pct = 88.49
largest_register_ff_count = 14
regMostFlops = o_pc_out
final_cells = 107
drive_above_1_share = 0.2459
final_area_sq_um = 716.9

[min_path]
hp-class = in -> reg

## cell type report
type / instances / area, sq um
clock buffers: 3 / 22.52
well taps: 46 / 57.56
fillers: 389 / 2699
repair buffers: 30 / 262.8
multi-input cells: 14 / 88.84
flip-flops and latches: 14 / 285.3
## per-layer routing
metal  up-vias  share of wire
met5         -              0
met4         0              0
met3         0           0.27
met2        26           0.33
met1       105           0.40
li1        152              -
## cell usage in the layout, fill, tap and decap left out, drive strengths merged
cell / n
clkdlybuf4s15: 7
nor2b: 12
clkdlybuf4s50: 15
or2: 1
dfxtp: 14
and2b: 1
buf: 1
clkbuf: 10
## per-stage QoR
step / hold slack, ps / utilization
after global placement: 765.0 / 0.2121
after detailed placement: 761.7 / 0.2121
after global routing: 466.4 / 0.2099
final: 478.0 / 0.2099
after CTS: 468.1 / 0.2190
after floorplan: 271.6 / -
## kinds of logic after synthesis
logic type / after synthesis / synth area share
flip-flops: 14 / 0.7368
AND/OR/NAND/NOR: 14 / 0.2336
buffers and inverters: 1 / 0.02960
## worst paths after layout
path / startpoint / to / slack (ps) / cells past startpoint
setup / recovery: o_pc_out[10] / o_pc_out[10] / 60 / 1
hold / removal: i_pc_in[3] / o_pc_out[3] / 480 / 2
## power by group through the flow
stage	clock (mW)	sequential [mW]	combinational [mW]
CTS	0.303	0.596	0.128
global route	0.338	0.599	0.130
finish	0.287	0.596	0.117
## timing repair
action,4_1_cts,5_1_grt
endpoints found under the setup margin,14,8
hold endpoints to repair,0,0
resized,29,10
Power is estimated from default activity; no workload was simulated.
