--- /design/flow/run.sh ---
#!/bin/bash
# OpenROAD 26Q1-2900-gdf79404cd8, Yosys 0.63+post, stock flow scripts
make -C /OpenROAD-flow-scripts/flow DESIGN_CONFIG=/design/flow/config.mk WORK_HOME=/design/flow/orfs finish
--- /design/flow/config.mk ---
export PLATFORM = sky130hd
export DESIGN_NAME = MEM_WB_PipeReg
export DESIGN_NICKNAME = MEM_WB_PipeReg
export VERILOG_FILES = /design/flow/design.v
export SDC_FILE = /design/flow/constraint.sdc
export NUM_CORES = 4
export LEC_CHECK = 1
export CORE_UTILIZATION = 40
--- /design/flow/constraint.sdc ---
current_design MEM_WB_PipeReg

set clk_period 1.0
set clk_io_pct 0.2

create_clock -name clk0 -period $clk_period [get_ports {i_clk}]

set non_clock_inputs [all_inputs -no_clocks]
set_input_delay [expr $clk_period * $clk_io_pct] -clock clk0 $non_clock_inputs
set_output_delay [expr $clk_period * $clk_io_pct] -clock clk0 [all_outputs]
--- /design/flow/design.v ---
module IF_ID_PipeReg #(
    parameter INSTRUCTION_WIDTH = 18,
    parameter ADDRESS_WIDTH = 14
) (
    input i_clk,
    input i_rst,
    input i_stallD,                                   
    input i_flushD,                                   
    input [ADDRESS_WIDTH-1:0] i_pc_plus_4_F,        
    input [INSTRUCTION_WIDTH-1:0] i_instruction_F,    
    output reg [ADDRESS_WIDTH-1:0] o_pc_plus_4_D,
    output reg [INSTRUCTION_WIDTH-1:0] o_instruction_D
);
always @(posedge i_clk or posedge i_rst) begin
    if (i_rst || i_flushD) begin
        o_pc_plus_4_D <= 0;
        o_instruction_D <= 0;
    end
    else if (!i_stallD) begin
        o_pc_plus_4_D <= i_pc_plus_4_F;
        o_instruction_D <= i_instruction_F;
    end
end
endmodule
module ID_EX_PipeReg #(
    parameter INSTRUCTION_WIDTH = 18,
    parameter ADDRESS_WIDTH = 14,
    parameter DATA_WIDTH = 36,
    parameter ALU_OP_WIDTH = 3
) (
    input i_clk,
    input i_rst,                                   
    input i_flush,                                   
    input i_pc_src_D, 
    input i_memToReg_D,
    input i_memWrite_D, 
    input i_memRead_D,
    input i_regWrite_D,
    input i_alu_src_D,
    input [ALU_OP_WIDTH-1:0] i_alu_op_D,
    input i_branch_D,
    input [1:0] i_rd_D, 
    input [DATA_WIDTH-1:0] i_rs1_data_D,
    input [DATA_WIDTH-1:0] i_rs2_data_D,
    input [DATA_WIDTH-1:0] i_imm_ext_D,
    output reg o_pc_src_E, 
    output reg o_memToReg_E,
    output reg o_memWrite_E, 
    output reg o_memRead_E,
    output reg o_regWrite_E,
    output reg o_alu_src_E,
    output reg [ALU_OP_WIDTH-1:0] o_alu_op_E,
    output reg o_branch_E,
    output reg [1:0] o_rd_E,
    output reg [DATA_WIDTH-1:0] o_rs1_data_E,
    output reg  [DATA_WIDTH-1:0] o_rs2_data_E,
    output reg [DATA_WIDTH-1:0] o_imm_ext_E
);
always @(posedge i_clk or posedge i_rst) begin
    if (i_rst || i_flush) begin
        o_pc_src_E   <= 0;
        o_memToReg_E <= 0;
        o_memWrite_E <= 0;
        o_memRead_E  <= 0;
        o_regWrite_E <= 0;
        o_alu_src_E  <= 0;
        o_alu_op_E   <= 0;
        o_branch_E   <= 0;
        o_rs1_data_E <= 0;
        o_rs2_data_E <= 0;
        o_imm_ext_E  <= 0;
        o_rd_E       <= 0;
    end
    else begin
        o_pc_src_E   <= i_pc_src_D;
        o_memToReg_E <= i_memToReg_D;
        o_memWrite_E <= i_memWrite_D;
        o_memRead_E  <= i_memRead_D;
        o_regWrite_E <= i_regWrite_D;
        o_alu_src_E  <= i_alu_src_D;
        o_alu_op_E   <= i_alu_op_D;
        o_branch_E   <= i_branch_D;
        o_rs1_data_E <= i_rs1_data_D;
        o_rs2_data_E <= i_rs2_data_D;
        o_imm_ext_E  <= i_imm_ext_D;
        o_rd_E       <= i_rd_D;
    end
end
endmodule
module EX_MEM_PipeReg #(
    parameter INSTRUCTION_WIDTH = 18,
    parameter ADDRESS_WIDTH = 14,
    parameter DATA_WIDTH = 36
) (
    input i_clk,
    input i_rst,
    input i_pc_src_E, 
    input i_regWrite_E,
    input i_memToReg_E,
    input i_memWrite_E,
    input i_memRead_E,
    input [1:0] i_rd_E,
    input [DATA_WIDTH-1:0] i_alu_out_E,
    input [DATA_WIDTH-1:0] i_writeData_E,
    output reg o_pc_src_M, 
    output reg o_regWrite_M,
    output reg o_memToReg_M,
    output reg o_memWrite_M,
    output reg o_memRead_M,
    output reg [1:0] o_rd_M,
    output reg [DATA_WIDTH-1:0] o_alu_out_M,
    output reg [DATA_WIDTH-1:0] o_writedata_M
);
always @(posedge i_clk or posedge i_rst) begin
    if (i_rst) begin
        o_pc_src_M      <= 0;
        o_regWrite_M    <= 0;
        o_memToReg_M    <= 0;
        o_memWrite_M    <= 0;
        o_memRead_M     <= 0;
        o_rd_M          <= 0;
        o_alu_out_M     <= 0;
        o_writedata_M   <= 0;
    end
    else begin
        o_pc_src_M      <= i_pc_src_E;
        o_regWrite_M    <= i_regWrite_E;
        o_memToReg_M    <= i_memToReg_E;
        o_memWrite_M    <= i_memWrite_E;
        o_memRead_M     <= i_memRead_E;
        o_rd_M          <= i_rd_E;
        o_alu_out_M     <= i_alu_out_E;
        o_writedata_M   <= i_writeData_E;
    end
end
endmodule
module MEM_WB_PipeReg #(
    parameter INSTRUCTION_WIDTH = 18,
    parameter ADDRESS_WIDTH = 14,
    parameter DATA_WIDTH = 36
) (
    input i_clk,
    input i_rst,
    input i_pc_src_M, 
    input i_regWrite_M,
    input i_memToReg_M,
    input [1:0] i_rd_M,
    input [DATA_WIDTH-1:0] i_memData_M, 
    input [DATA_WIDTH-1:0] i_alu_out_M,
    output reg o_pc_src_W, 
    output reg o_regWrite_W,
    output reg o_memToReg_W,
    output reg [1:0] o_rd_W, 
    output reg [DATA_WIDTH-1:0] o_memData_W,
    output reg [DATA_WIDTH-1:0] o_alu_out_W 
);
always @(posedge i_clk or posedge i_rst) begin
    if (i_rst) begin
        o_pc_src_W      <= 0;
        o_regWrite_W    <= 0;
        o_memToReg_W    <= 0;
        o_rd_W          <= 0;
        o_memData_W     <= 0;
        o_alu_out_W     <= 0;
    end
    else begin
        o_pc_src_W      <= i_pc_src_M;
        o_regWrite_W    <= i_regWrite_M;
        o_memToReg_W    <= i_memToReg_M;
        o_rd_W          <= i_rd_M;
        o_memData_W     <= i_memData_M;
        o_alu_out_W     <= i_alu_out_M;
    end
end
endmodule
==> results.yml <==
# synthesis and place-and-route metrics
final_timing:
  final_max_slew_viol_count: 0
  finalSetupViolCount: 21
  finalCriticalPeriod_ps: 1040
  rsz0062_at_grt: "yes"
  period_used_pct: 104
  maxSlewHeadroom_pct: 87.2
  clock.fmax_mhz: 957
  finalHoldViolCount: 0
  worstMarginPinSlew_ps: 192
  setup_ws_ps: -44.4
final_layout:
  mostFrequentLayoutCell: "clkdlybuf4s50_1"
  combGateArea_um2: 0
  layout_top_cells: "78 x clkdlybuf4s50_1, 77 x dfrtp_1, 77 x buf_2"
  nMultiInputCombCells: 0
  layout-drive-gt1-share_pct: 37.7
  area_delta_synth_final_pct: 75.4
  fin_util_pct: 75.2
  fill_cells: 295
clocking:
  htreeDepth: 3
  root_buffer: "clkbuf_8"
  clk_pin_slew_ps: 60
  numCtsBuffers: 9
  cts.hold.buffers_added: 0
  cts_buffer_depth: 2
  clock-sinks: 77
  cts_tree: "done"
floorplan:
  fp_util_pct: 42.9
  die_w_um: 71.5
  boundaryPins: 156
  core-area_um2: 4500
  chipArea_um2: 5110
  rows: 24
  die-height_um: 71.5
setup_path:
  critPathMaxStageDelay_ps: 390
  path_class: "flip-flop to output pin"
  critPathMaxFanout: 1
  critPathLaunchType: "flip-flop"
  worstPathRequired_ps: 800
  crit_family: "flip-flops"
  worst_setup_path_end_kind: "output pin"
  crit_buf_inv: 1
  cp_cell_sequence: "buf_2"
  crit_arrival_ps: 840
  cp_slowest_cell: "dfrtp_1"
job:
  drv_cap: 0
  warnings: 29
power:
  power_mw: 5.84
  power_density_nw_per_um2: 1720
  peakVddDrop_mv: 1.18
  leakage_nw: 1.62
synth:
  synthDistinctLibCells: 2
  largest_area_cell: "dfrtp_1"
  synth.avg_cell_area_um2: 24.8
  syn_inst: 78
  ys_cells: 78
  yosysSeqAreaShare_pct: 99.8
  ys_ff: 77
  top_cell_area_share_pct: 99.8
  ys_chip_area_um2: 1930
  syn_area_um2: 1930
  yosysWarnings: 1
  top_cells_by_area: "dfrtp_1 100%, inv_1 0.19%"
routing:
  vias: 1304
  drtIter0Drc: 35
  via_per_inst: 4.29
  diodes: 0
  drtAntennaViolNets: 0
  first_pass_iters: 2
  wirelength_mm: 5.44
  wl_per_cell_um: 17.9
  drc_errors: 0
placement:
  place_ws_ps: -10.8
  gp_congestion: 0.746
  io_buffers: 155
  hpwl_mm: 3.87
status:
  violations: "setup timing"
  status: "finished with violations"
global_routing:
  globalRoute.totalOverflow: 0
  grt_max_degree: 38
  grt_util_all_layers_pct: 23.7
  antenna_found_initial: 0
  grt_pass1_vias: 1404
  grt_pass1_wl_mm: 7.96
min_path:
  min_path_type: "input pin to async pin"
-- stage by stage --
| step | TNS [ps] | cell area [um2] | hold WS, ps | instances |
|---|---|---|---|---|
| 4_1_cts | -1520 | 3390 | 286 | 304 |
| 3_3_place_gp | -16.3 | 3590 | 646 | 289 |
| 3_5_place_dp | -28.9 | 3590 | 648 | 289 |
| 2_1_floorplan | -5230 | 1930 | 231 | 78 |
| 6_report | -324 | 3390 | 297 | 304 |
| 5_1_grt | -3210 | 3390 | 280 | 304 |
-- worst paths after layout --
check                           startpoint              end  slack, ps  cells after the start
worst max-delay path        o_memData_W[4]   o_memData_W[4]        -40                      1
worst min-delay path                 i_rst  o_memData_W[12]        300                      3
max in group asynchronous            i_rst  o_memData_W[30]        520                      3
min in group clk0          i_memData_M[21]  o_memData_W[21]        300                      1
-- power breakdown --
part	switching (mW)	internal, mW	leakage (nW)	total [mW]
combinational	0.137	0.379	0.632	0.516
sequential	0.0399	3.27	0.897	3.31
clock	0.920	1.09	0.0926	2.01
total	1.10	4.74	1.62	5.84
-- registers in the layout, summed over array words and instances (netlist names) --
register	cells
o_alu_out_W	36
o_pc_src_W	1
o_memToReg_W	1
o_rd_W	2
o_memData_W	36
o_regWrite_W	1
-- cell families after synthesis --
family,synth area share [%]
flops,99.8
buf+inv,0.194
-- area by class of cell --
cell class            count  area [um2]  area share [%]
Inverter                  1        7.51           0.222
Tap cell                 52        65.1            1.92
Clock buffer             14         173            5.10
Sequential cell          77        1930            56.9
Timing Repair Buffer    159        1210            35.7
Clock inverter            1        5.00           0.148
-- timing repair --
item	CTS	global route
gates resized	240	0
hold endpoints to repair	0	0
setup endpoints to repair	77	77
buffers inserted	0	0
-- cell usage after synthesis, drive strengths merged --
cell type,number
dfrtp,77
inv,1
-- metal layers --
layer / vias to the layer above / GRT usage [%] / part of all wire [%]
met3: 10 / 12.4 / 16
li1: 578 / - / -
met2: 123 / 35.6 / 45
met4: 0 / 3.92 / 1.5
met1: 593 / 34.3 / 37
met5: - / 0 / 0
Power and IR drop assume default switching activity.
